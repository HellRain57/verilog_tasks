--- ./run.sh ---
#!/bin/bash
# OpenROAD 26Q1-2900-gdf79404cd8, Yosys 0.63+post, stock flow scripts
make -C /OpenROAD-flow-scripts/flow DESIGN_CONFIG=/design/flow/config.mk WORK_HOME=/design/flow/orfs finish
--- ./config.mk ---
export PLATFORM = sky130hd
export DESIGN_NAME = DS
export DESIGN_NICKNAME = DS
export VERILOG_FILES = /design/flow/design.v
export SDC_FILE = /design/flow/constraint.sdc
export NUM_CORES = 4
export LEC_CHECK = 1
export CORE_AREA = 10 10 104 104
export DIE_AREA = 0 0 114 114
--- ./constraint.sdc ---
current_design DS

set clk_period 2.5
set clk_io_pct 0.2

create_clock -name clk0 -period $clk_period [get_ports {clk}]

set non_clock_inputs [all_inputs -no_clocks]
set_input_delay [expr $clk_period * $clk_io_pct] -clock clk0 $non_clock_inputs
set_output_delay [expr $clk_period * $clk_io_pct] -clock clk0 [all_outputs]
--- ./design.v ---
`timescale 1ns / 1ps
module DS(
    input wire clk,
    input wire rst,
    input wire start,
    input wire [7:0] pack_lenght,    
    input wire ready, 
    output reg valid,   
    output reg EN,   
    output reg [7:0]data,    
    output reg last
);
    reg [7:0] STATE = 0;
    reg [7:0] count_packs = 0;
    reg [7:0] data_gen = 0;
    always @(posedge clk)
    begin
        if(start == 1)
            STATE <= 1;
        case(STATE)
            0:   
            begin
            end
            1:  
            begin
                count_packs <= 0;
                STATE <= 2;
            end
            2:  
            begin
                data_gen <= data_gen + 1;
                EN <= 1;
                data <= data_gen;
                count_packs <= count_packs + 1;
                if (count_packs >= (pack_lenght - 1))
                begin
                    last <= 1;
                end
                if (last == 1)
                begin
                    last <= 0;
                    EN <= 0;
                    valid <= 1;
                    STATE <= 3;
                end
            end
            3:   
            begin
                if ((valid == 1)&&(ready == 1))
                begin
                    valid <= 0;
                    STATE <= 1;
                end
            end
        endcase
    end
endmodule
==> Changelog: implementation <==
### Physical design

* Iter 0 DRT Violations at 30
* Crit path DAT at 2.45 ns
* Setup TNS Final at 0 ns
* Chip Area, Yosys at 1690 um^2
* Chip area at 13000 um^2
* Clk latency late pin at 0.28 ns
* Grt total ovfl at 0
* Post-synth EDFFs at 27
* Post-Synthesis Cells at 140
* Via count at 1111
* FFs w/ async S/R, synth at 0
* Std cell rows at 34
* I/O pins at 23
* Outcome: complete, no violations
* Clock buffer depth at 2
* Routed len/inst at 10.3 um
* Critical path's slowest cell: clkdlybuf4s50_1
* Clock transition at path regs at 0.07 ns
* First-pass GRT wire length at 5050 um
* Setup CP Type: in -> reg
* CP Max Fanout at 3
* Top-area cell share at 0.481
* TritonCTS Buffers at 5
* RSZ-0062 raised after global routing: false
* Most frequent logic cells in the routed design: edfxtp_1, clkdlybuf4s50_1, nor2_1, nand3_1, ha_1
* Crit-path max cell delay at 0.43 ns
* Antenna Cells at 0
* Share of layout cells above drive strength 1 at 0.102
* Tool warning count at 26
* Initial antenna violation count at 0
* Period minus WS final at 2.33 ns
* Reg2Reg Setup Slack at 0.62 ns
* Vias in the first global route at 1060
* Residual DRC at 0
* Unique cell types at 31
* DP Worst Slack at -0.183 ns
* Prevailing post-synth register cell: edfxtp_1
* Avg Inst Size Synth at 12.0 um^2
* Final non-filler cell total at 285
* # clock sinks at 35
* Fin. max-slew vios at 0
* Port buffer count at 21
* Setup bufs post-CTS at 0
* Largest net degree at the start of global routing at 19
* Ys cells at 140
* Peak VDD IR at 0.254 mV
* GR Util All Layers at 0.0455
* Biggest area consumer among synthesized cells: edfxtp_1
* Leakage at 0.820 nW
* Core Area at 8680 um^2
* Clock root buffer: clkbuf_8
* Worst hold path type: reg -> reg
* Critical-path cell list: clkdlybuf4s50_1, nor4_2, buf_4, nand2_1, xor2_1, ha_1, a21o_1, a21oi_2, a221o_1, a31oi_1
* WP data required at 2.63 ns
* CTS H-Tree Depth at 2
* GPL Wtd Cong at 0.775
* Final Core Density at 0.252
* Post-synthesis register bit count at 35
* Endpoints failing setup at 0
* PnR worst setup slack at 0.174 ns
* Mapped Area at 1690 um^2
* Hold WS at 0.472 ns
* Most frequent logic cell in the layout: edfxtp_1
* Ys Warns at 1
* Setup Skew at 0.00504 ns
* Slew headroom at 0.563
* F_max at 0.430 GHz
* Vias per std cell at 3.90
* Power Dens Cells at 1010 nW/um^2
* Die X at 114 um
* Design Power at 2.20 mW
* Family with the most delay on the worst path: AND-OR/OR-AND gates
* Final worst-path cycle share at 0.931
* Startpoint Class: input pin
* CTS tree: yes
* Placed insts at 277
* Crit end category: flip-flop
* Buf/Inv on CP at 2
* Die height at 114 um
* Fin. Hold Viols at 0
* Detailed placement HPWL at 2160 um
* Synth Seq Share at 0.576
* FP Core Util at 0.194
* Post-Route WL at 2930 um
* Post-synth area hogs: edfxtp_1, dfxtp_1, ha_1
* Post-route ant nets at 0
* Slew @ Worst Pin at 0.653 ns
* Syn-to-layout area delta at 29.5%
* Post-Place Cell Area at 2090 um^2
* Final Cell Area at 2180 um^2
* Max-Cap Viols at 0
* Initial DRT Pass Iterations at 4
## cell type report
cell class | instances | area, um^2
Clock buffer | 8 | 80.1
Inverter | 9 | 33.8
Fill cell | 915 | 6490
Timing Repair Buffer | 31 | 288
Multi-Input combinational cell | 94 | 677
Tap cell | 108 | 135
Sequential cell | 35 | 971
## registers in the layout, indices dropped and copies added (netlist names)
signal and count:
EN 1, last 1, data 8, STATE 8
count_packs 8, valid 1, data_gen 8
## metal layers
| metal | vias up | global-route usage | wire length [um] | share of wire |
|---|---|---|---|---|
| met5 | - | 0 | 0 | 0 |
| met4 | 0 | 0.00501 | 0 | 0 |
| met3 | 0 | 0.0181 | 236 | 0.081 |
| met2 | 26 | 0.0623 | 1160 | 0.40 |
| met1 | 512 | 0.0688 | 1530 | 0.52 |
| li1 | 573 | - | - | - |
## worst reg2reg max path, cell delays in order (launching register included)
cell and delay [ns]:
dfxtp_1 0.31, nor4_2 0.28, nand2_1 0.14, or3_1 0.48, inv_1 0.10, buf_4 0.25
## kinds of logic (layout without fill, tap and decap cells)
| kind of cell | Yosys count | after routing | synth area share |
|---|---|---|---|
| AOI/OAI and AO/OA | 11 | 11 | 0.0438 |
| xor gates and xnor gates | 19 | 19 | 0.0987 |
| adders and majority gates | 11 | 11 | 0.0816 |
| buffers and inverters | 11 | 48 | 0.0289 |
| DFF | 35 | 35 | 0.576 |
| and+or+nand+nor | 52 | 52 | 0.165 |
| muxes | 1 | 1 | 0.00593 |
## path summary, 6_finish.rpt
| kind | startpoint | end | cells after the start |
|---|---|---|---|
| max reg2reg | STATE[5] | data[6] | 5 |
| min | STATE[2] | STATE[2] | 1 |
| max | pack_lenght[5] | last | 10 |
| min reg2reg | STATE[2] | STATE[2] | 1 |
## what timing repair did
item	in CTS	in global routing
hold buffers	0	0
resized	0	3
endpoints found under the setup margin	0	1
## Yosys cell counts, drive strengths merged, types with 2 or more instances
cell type / instances
nor3: 4
xnor2: 9
edfxtp: 27
o21ai: 3
nor2b: 6
nor3b: 2
xor2: 10
nand2: 5
a31oi: 2
nor4: 2
nor2: 11
nand3: 11
dfxtp: 8
and3: 4
ha: 11
inv: 9
or3: 2
a21oi: 2
## where the power goes
part / switching (mW) / total (mW) / leakage [nW] / internal (mW)
clock: 0.178 / 0.376 / 0.0395 / 0.198
sequential: 0.198 / 1.16 / 0.325 / 0.964
combinational: 0.319 / 0.666 / 0.456 / 0.348
Power figures rest on the tool's default switching activity, not on a simulated workload.
