**./design.v**
```verilog
`timescale 1ns / 1ps
module cd2(
    input wire clk1,
    input wire clk2,
    input wire A,
    output reg [11:0] value,
    output reg valid
);
    reg [15:0] i = 0;
    reg [11:0] val_A = 0;
    always @(posedge clk1)
    begin
        if (A == 1)
        begin
            val_A <= val_A + 1;
        end
    end
    always @(posedge clk2)
    begin
        valid <= 0;
        i <= i + 1;
        if (i >= 999)
        begin
            i <= 0;
            value <= val_A;
            valid <= 1;
            val_A <= 0;
        end
    end
    initial
    begin
        value <= 0;
        valid <= 0;
    end
endmodule
```
**./run.sh**
```bash
#!/bin/bash
# OpenROAD 26Q1-2900-gdf79404cd8, Yosys 0.63+post, stock flow scripts
make -C /OpenROAD-flow-scripts/flow DESIGN_CONFIG=/design/flow/config.mk WORK_HOME=/design/flow/orfs finish
```
**./config.mk**
```make
export PLATFORM = sky130hd
export DESIGN_NAME = cd2
export DESIGN_NICKNAME = cd2
export VERILOG_FILES = /design/flow/design.v
export SDC_FILE = /design/flow/constraint.sdc
export NUM_CORES = 4
export LEC_CHECK = 1
export CORE_AREA = 10 10 82 82
export DIE_AREA = 0 0 92 92
```
**./constraint.sdc**
```tcl
current_design cd2

set clk_period 2.4
set clk_io_pct 0.2

create_clock -name clk0 -period $clk_period [get_ports {clk1}]
create_clock -name clk1 -period $clk_period [get_ports {clk2}]

set non_clock_inputs [all_inputs -no_clocks]
set_input_delay [expr $clk_period * $clk_io_pct] -clock clk0 $non_clock_inputs
set_output_delay [expr $clk_period * $clk_io_pct] -clock clk0 [all_outputs]
```
==> results_slide.txt <==
Flow Results at a Glance

Outcome
  – Outcome: complete, no violations

Global route
  – GR Util met2: 3.647%
  – Grt total ovfl: 0
  – Vias in the first global route: 421
  – Antenna violations before repair: 0
  – First-pass GRT wire length: 1897 µm
  – M1 GR Usage: 3.622%
  – Gr usage total: 2.565%
  – Met3 usage: 1.153%
  – Busiest grt layer: met2
  – Largest net degree at the start of global routing: 12

Layout
  – Share of layout cells above drive strength 1: 13.58%
  – Fin util: 16.84%
  – Layout fillers: 588
  – Design area: 854.6 µm²
  – Area Growth Syn to Fin: 15.57%

Final timing
  – Setup TNS: 0 ps
  – RSZ-0062 raised after global routing: no
  – Setup violations, final: 0
  – Worst Clk Skew: 1.255 ps
  – Slew Viols, Final: 0
  – Final hold violation count: 0
  – Slew margin rel.: 65.39%
  – Actual slew at the worst max-slew pin: 515.3 ps

Placed design
  – Final HPWL DP: 791.2 µm
  – Gpl congestion: 0.8062
  – PortBufs: 1
  – Cell Area, Placed: 805.8 µm²

Yosys
  – Top FF cell, synth: dfxtp_1
  – Distinct lib cells: 32
  – Synth Warn #: 25
  – Post-synthesis sequential area ratio: 46.02%
  – Registers, synthesis: 17
  – Share of flip-flops with an asynchronous set or reset: 0%
  – EDFF count, synth: 0
  – Post-synthesis area per instance: 10.27 µm²
  – Post-Syn Area: 739.5 µm²
  – Yosys Chip Area: 739.5 µm²
  – Yosys Instances: 72
  – Synth Instances: 72

Critical path
  – Start of the worst register-to-register path: i[0]
  – CP startpoint kind: flop
  – WP data arrival: 1020 ps
  – Buf/Inv on CP: 1
  – Top delay family on crit path: buffers and inverters
  – Critical path class: flop to primary output
  – Reg2Reg Setup Slack: 900 ps
  – FF-to-FF End: i[7]
  – Crit. path cell count: 1
  – Crit-path cells: clkdlybuf4s50_1
  – Crit-path slowest cell: clkdlybuf4s50_1
  – Kind of end point of the critical path: primary output
  – R2R depth: 4
  – Critical Path RT: 1920 ps
  – Crit-path max cell delay: 460 ps
  – Highest net fanout along the worst path: 1

Floorplanning
  – Core ar.: 5075 µm²
  – Die area: 8464 µm²
  – Row count: 26
  – Fp util: 14.57%
  – IO Pins: 16
  – Chip height: 92 µm
  – Die width: 92 µm

Clock tree
  – Number of buffers added for setup after CTS: 0
  – # hold bufs at CTS: 0
  – Cts bufs inserted: 3
  – CTS tree: done
  – Reg clk slew, reported paths: 60 ps
  – Longest Clk Path Bufs: 2
  – PostCTS Resize Cnt: 0
  – CTS HTree Levels: 1
  – CTS root buf: clkbuf_8
  – Num Clock Sinks: 17

Worst hold path
  – Hold depth: 2
  – Tightest Hold Check Type: flop to flop
  – Hold Path Origin: i[9]
  – WHS Endpoint: i[9]

Detailed routing
  – Pre-antenna DRT Iters: 4
  – Final ANT Viol Nets: 0
  – Vias: 463
  – Routed WL: 1119 µm
  – Drt wl/cell: 7.411 µm
  – Initial detailed-routing violation count: 12
  – Vias per Instance: 3.066
  – # DRC: 0
  – Diodes inserted: 0

Job
  – Max-cap violations: 0
  – Tool warning count: 28

Pwr
  – Worst VDD drop: 0.4973 mV
  – Final Power: 0.5043 mW
  – LEAKAGE: 0.2829 nW
  – Pwr dens: 590.1 nW/µm²
-- metal layers --
layer / share of wire [%] / routed length, µm
met3: 5.2 / 58
met2: 42 / 467
met5: 0 / 0
met1: 52 / 586
met4: 0.54 / 6
-- metrics by stage --
stage                     hold slack (ps)  worst slack [ps]  std cells
after floorplan                     445.2              1019         89
after global placement              462.2             927.1        147
after detailed placement            467.4             924.4        147
after CTS                           478.9             878.6        151
after global routing                494.8             778.0        151
final                               479.3             902.6        151
-- Yosys cell counts, types with 2 or more instances --
| library cell | number | area share [%] |
|---|---|---|
| inv_1 | 2 | 1.0 |
| nor3_1 | 4 | 2.7 |
| dfxtp_1 | 17 | 46 |
| xor2_1 | 2 | 2.4 |
| a211oi_2 | 3 | 5.1 |
| buf_4 | 12 | 12 |
| or3_1 | 3 | 2.5 |
| nand2_1 | 4 | 2.0 |
| nand4_1 | 2 | 1.7 |
-- logic make-up (layout without fill, tap and decap cells) --
| kind of cell | count (synthesis) | count (layout) | synth area share (%) |
|---|---|---|---|
| compound gates | 11 | 11 | 13.20 |
| xor+xnor | 3 | 3 | 3.554 |
| fa+ha+maj | 1 | 1 | 1.692 |
| buf+inv | 15 | 7 | 13.88 |
| flops | 17 | 17 | 46.02 |
| other cells | 1 | 18 | 0.5071 |
| simple gates | 24 | 24 | 21.15 |
-- where the power goes --
part / switching (mW) / internal [mW] / total (mW)
clock network: 0.0946 / 0.117 / 0.211
registers: 0.00146 / 0.288 / 0.289
logic: 0.00284 / 0.000940 / 0.00378
-- layout by cell type, fill, tap and decap left out, drive strengths merged --
cell,netlist,layout
o21ai,2,2
nor3b,1,1
inv,2,2
xor2,2,2
a211oi,3,3
or2,1,1
clkbuf,0,3
and4,1,1
nand2,4,4
or3,3,3
o22ai,1,1
a31oi,1,1
ha,1,1
and3,1,1
nand2b,1,1
a221oi,1,1
nor4,2,2
clkdlybuf4s50,0,1
dfxtp,17,17
nor2,1,1
nand3,2,2
conb,1,18
clkinvlp,0,1
nand3b,1,1
xnor2,1,1
nand4,2,2
a311oi,1,1
nor3,4,4
a21oi,1,1
o311ai,1,1
-- how the worst max path moves through the flow --
stage,startpoint,to,slack [ps]
CTS,valid,valid,880
global route,i[0],i[7],780
finish,valid,valid,900
-- area by class of cell --
cell class              count  area (µm²)  area share, %
inverters                   2       7.507         0.8785
repair buffers              1       10.01          1.171
multi-input cells          57       360.3          42.17
flip-flops and latches     17       340.3          39.82
well taps                  70       87.58          10.25
clock inverters             1       7.507         0.8785
clock buffers               3       41.29          4.832
-- flip-flops by register name, indices dropped and copies added, names as in the netlist --
name / count
valid: 1
i: 16
Power and IR drop assume default switching activity.
